File: ./run.sh
#!/bin/bash
# OpenROAD 26Q1-2900-gdf79404cd8, Yosys 0.63+post, stock flow scripts
make -C /OpenROAD-flow-scripts/flow DESIGN_CONFIG=/design/flow/config.mk WORK_HOME=/design/flow/orfs finish
File: ./config.mk
export PLATFORM = sky130hd
export DESIGN_NAME = four_bit_alu
export DESIGN_NICKNAME = four_bit_alu
export VERILOG_FILES = /design/flow/design.v
export SDC_FILE = /design/flow/constraint.sdc
export NUM_CORES = 4
export LEC_CHECK = 1
export CORE_AREA = 10 10 70 70
export DIE_AREA = 0 0 80 80
File: ./constraint.sdc
current_design four_bit_alu

set clk_period 1.8
set clk_io_pct 0.2

create_clock -name clk0 -period $clk_period

set non_clock_inputs [all_inputs -no_clocks]
set_input_delay [expr $clk_period * $clk_io_pct] -clock clk0 $non_clock_inputs
set_output_delay [expr $clk_period * $clk_io_pct] -clock clk0 [all_outputs]
File: ./design.v
module four_bit_alu
(
	input [3:0] fba_num1,
	input [3:0] fba_num2,
	input fba_substract,
	input [1:0] fba_operation,
	output [3:0] fba_result,
	output fba_carry
);
assign { fba_carry , fba_result } = ( fba_operation == 0 ) ? ( fba_num1 & fba_num2 ):
										( fba_operation == 1 ) ? ( fba_num1 | fba_num2 ):
										( fba_operation == 2 ) ? ( ( fba_substract == 0 ) ? ( fba_num1 + fba_num2 ) : ( fba_num1 - fba_num2 ) ):
										( fba_num1 < fba_num2 );
endmodule
==> Changelog: implementation <==
## Flow update

- Run status: finished with violations
- Failing checks: negative setup slack
- Dominant logic cell type in the layout: buf_4
- CP Max Fanout: 3
- Routed Antenna Nets: 0
- Final setup viols: 5
- WL final: 1440 um
- Achievable Freq: just under 500 MHz
- Hold_sp: fba_num2[1]
- Fillers: 355
- Worst Hold Path EP: fba_result[1]
- Seq cells: 0
- Logic area: between 500 and 600 um2
- GP Congestion: just over 0.8
- Largest net degree at the start of global routing: 7
- Post-CTS Hold Buffers: 0
- # diodes: 0
- Clock buffer count: 0
- Port Buffers: 16
- Register share after synthesis: 0
- HP Class: input pin to output pin
- Leak Pwr: roughly 0.44 nW
- Unrepaired setup endpoints after global routing: yes
- Hold Fails Final Rpt: 0
- Layout Area Growth over Synthesis: 93.7%
- Chip height: 80 um
- Fin. max-slew vios: 0
- Total grt overflow: 0
- Initial antenna violation count: 0
- Fp_density: 0.151
- Chip area: 0.00640 mm2
- Synth unique cells: 25
- Worst Tran Pin Value: around 0.26 ns
- Yosys synthesis chip area: 514 um2
- Minimum clock period: 2.04 ns
- Rel. slew slack: 0.823
- Die X: around 80 um
- Core ar.: 0.00342 mm2
- Setup Crit Path Kind: input pin to output pin
- WL/cell: 9.83 um
- Max-Cap Viols: 0
- # rows: 21
- Crit. End Element: output pin
- Power Density: 236 mW/mm2
- Maximum vdd drop: 0.0975 mV
- Log Warnings: 43
- Vias in the first global route: 526
- Worst EP arrival: between 1.5 and 2 ns
- DR vias/cell: roughly 3.7
- First-pass GRT wire length: 2400 um
- Worst Path Required: ~1.4 ns
- Synthesized area: roughly 510 um2
- Number of cells in Yosys stat: 63
- Routed via count: 537
- Total GRT Usage: 0.0437
- Crit path max-delay family: adder cells
- Worst Path Buf+Inv: 3
- Slowest CP cell: fa_2
- Fraction of layout cells with a size suffix above 1: 0.610
- Hold slack: about 1.3 ns
- Post-DP Area: around 880 um2
- Hold path depth: 7
- Detailed placement HPWL: 1190 um
- Worst Slack Setup Final: -0.245 ns
- Post-layout util: 0.292
- I/O pins: 16
- Drc violations: 0
- Initial drt markers: 8
- Fin crit share: 1.14
- Worst setup SP type: input pin
- Slowest cell delay on critical path: around 0.43 ns
- Final instance area: 996 um2
- Pre-antenna DRT Iters: 5
- Crit-path cells: buf_4, ha_4, inv_1, fa_2, mux2_2, o22ai_2, buf_2
- Syn avg cell area: a little over 8 um2
- Register Area: 0 um2
- Synth warn: 0
- Synthesized instance count: roughly 63
- Most instantiated logic cells after routing: buf_4, ha_1, inv_1
## what timing repair did
| action | CTS | global route |
|---|---|---|
| resized | 52 | 25 |
| setup buffers | 3 | 1 |
| endpoints found under the hold margin | 0 | 0 |
| endpoints found under the setup margin | 5 | 5 |
| pin swaps | 14 | 11 |
## synthesized netlist by cell type, drive strengths merged
library cell | number | area share
a2111oi | 1 | 0.029
a211oi | 3 | 0.054
a21oi | 2 | 0.019
a311o | 2 | 0.039
and3 | 1 | 0.015
buf | 2 | 0.044
fa | 2 | 0.078
ha | 13 | 0.32
inv | 12 | 0.088
mux2 | 1 | 0.022
mux2i | 3 | 0.058
nand2 | 3 | 0.022
nand2b | 1 | 0.012
nor2 | 5 | 0.037
nor2b | 1 | 0.012
nor3 | 1 | 0.0097
o21a | 1 | 0.015
o21ai | 2 | 0.019
o21ba | 1 | 0.019
o21bai | 1 | 0.015
o22ai | 2 | 0.024
o311a | 1 | 0.022
o31ai | 1 | 0.015
xnor2 | 1 | 0.017
## cell type report
class	count	share of cell area
multi-input combinational	49	0.578
tap	46	0.0578
inverter	12	0.0528
timing repair buffer	39	0.312
## where the power goes
group | internal [mW] | total, mW | switching, mW | leakage (nW)
clock | 0 | 0 | 0 | 0
sequential | 0 | 0 | 0 | 0
combinational | 0.137 | 0.235 | 0.0979 | 0.444
## per-layer routing
metal	wire length (um)	part of all wire	vias up	track usage
li1	-	-	291	-
met1	736	0.51	237	0.0642
met2	621	0.43	9	0.0674
met3	77	0.054	0	0.00909
met4	0	0	0	0
met5	0	0	-	0
## stage by stage
step | TNS, ns | setup WS [ns] | power, mW | instances
after detailed placement | -5.31 | -1.12 | 0.209 | 142
final | -0.892 | -0.245 | 0.235 | 146
after CTS | -1.49 | -0.397 | 0.216 | 145
after floorplan | 0 | 0.00814 | 0.103 | 63
after global routing | -1.25 | -0.301 | 0.259 | 146
after global placement | -5.16 | -1.10 | 0.208 | 142
## cells by family after synthesis
| logic type | synth area share |
|---|---|
| and+or+nand+nor | 0.107 |
| xor gates and xnor gates | 0.0170 |
| buffers and inverters | 0.131 |
| muxes | 0.0803 |
| adders and majority gates | 0.394 |
| AOI/OAI and AO/OA | 0.270 |
## how the worst max path moves through the flow
stage     depth (start not counted)        start  slack, ns       endpoint
4_1_cts                           8  fba_num1[1]      -0.40  fba_result[3]
5_1_grt                           8  fba_num1[1]      -0.30  fba_result[3]
6_report                          7  fba_num2[0]      -0.24  fba_result[1]
Power figures rest on the tool's default switching activity, not on a simulated workload.
