[flow/config.mk]
export PLATFORM = sky130hd
export DESIGN_NAME = memory
export DESIGN_NICKNAME = memory
export VERILOG_FILES = /design/flow/design.v
export SDC_FILE = /design/flow/constraint.sdc
export NUM_CORES = 4
export LEC_CHECK = 1
export CORE_UTILIZATION = 50
[flow/constraint.sdc]
current_design memory

set clk_period 4.4
set clk_io_pct 0.2

create_clock -name clk0 -period $clk_period [get_ports {clk}]

set non_clock_inputs [all_inputs -no_clocks]
set_input_delay [expr $clk_period * $clk_io_pct] -clock clk0 $non_clock_inputs
set_output_delay [expr $clk_period * $clk_io_pct] -clock clk0 [all_outputs]
[flow/design.v]
module memory 
(
	input [3:0] write_data,
	input rw,reset,clk,
	input [3:0] address,
	output reg [3:0] read_data
);
	reg [3:0] mem [15:0];
	always @ (posedge clk)
	begin
	if (reset == 0)
	begin
	if (rw == 0)
	begin
	mem [address] <= write_data;
	end
	else
	begin
	read_data <= mem [address];
	end
	end
	else
	begin
	mem[0] <= 0;
	mem[1] <= 0;
	mem[2] <= 0;
	mem[3] <= 0;
	mem[4] <= 0;
	mem[5] <= 0;
	mem[6] <= 0;
	mem[7] <= 0;
	mem[8] <= 0;
	mem[9] <= 0;
	mem[10] <= 0;
	mem[11] <= 0;
	mem[12] <= 0;
	mem[13] <= 0;
	mem[14] <= 0;
	mem[15] <= 0;
	end
	end
endmodule
module memory_test ();
	reg[3:0] write_data;
	reg rw,reset,clk;
	reg [3:0] address;
	wire [3:0] read_data;
memory mem (write_data,rw,reset,clk,address,read_data);
	always
	#3 clk = ~clk;
	initial
	begin
	reset = 1;
	#30 reset = 0; clk = 0;
	#30 rw = 0; write_data = 5; address = 4;
	#30 rw = 1; address = 4;
	end
endmodule	
[flow/run.sh]
#!/bin/bash
# OpenROAD 26Q1-2900-gdf79404cd8, Yosys 0.63+post, stock flow scripts
make -C /OpenROAD-flow-scripts/flow DESIGN_CONFIG=/design/flow/config.mk WORK_HOME=/design/flow/orfs finish
==> flow_summary_export.csv <==
group,metric,value,unit
global_routing,grt_max_degree,29,
cells_and_area,most-common-layout-cells,"72 x nand3_1, 64 x a21oi_1, 64 x dfxtp_1",
drt,drt-initial-drc-count,299,
synthesis,simple_gate_share,0.174,
clocking,numCtsBuffers,9,
drt,drc,0,
synthesis,topCellsByArea,"dfxtp_1 39%, nand3_1 11%, mux4_2 11%, a21oi_1 9.8%, o21ai_0 7.1%",
clocking,cts_tree,"yes",
pwr,pwr-share-comb,0.079,
job,log.warning_count,25,
synthesis,compound_area_frac,0.206,
placed_design,hpwl,5210,um
cells_and_area,seq_area,1400,um^2
drt,drtPass1Iterations,4,
clocking,cts-root-buf,"clkbuf_8",
timing,finalHoldViolCount,0,
pwr,leakage,1.09,nW
timing,layout_min_cycle_time,2690,ps
synthesis,synthMuxAreaShare,0.111,
placed_design,port_buffers,14,
synthesis,ys.warnings.count,1,
timing,max_freq,372,MHz
global_routing,grt_pass1_vias,2583,
floorplan,placementRows,29,
cells_and_area,drive_gt1_frac,0.129,
worst_setup_path,worstPathArrival,2900,ps
timing,setup_violations,0,
placed_design,pre_cts_ws,1380,ps
drt,viasPerCell,6.44,
worst_setup_path,endpoint_kind,"flip-flop",
timing,tightest_slew,886,ps
worst_setup_path,r2r_slack,3050,ps
synthesis,synthTopLogicFamily,"AND-OR/OR-AND gates",
synthesis,top_area_frac,0.394,
global_routing,overflow,0,
pwr,seq_power_share,0.455,
timing,drv_slew,0,
pwr,p_switching,0.318,mW
cells_and_area,fill_cells,565,
clocking,ctsHoldBuffers,0,
worst_setup_path,worstPathRequired,4610,ps
timing,timing.final.crit_share,0.611,
synthesis,syn_area_per_cell,9.08,um^2
clocking,cts.clk_slew.worst_paths,70,ps
global_routing,antenna_found_initial,0,
pwr,powerDensity,390,nW/um^2
synthesis,synth_cells,358,
clocking,clock-sinks,68,
global_routing,track_usage,0.294,
synthesis,adder_share,0,
worst_setup_path,r2r-start,"mem[3][1]",
worst_hold_path,hold_class,"flip-flop to flip-flop",
synthesis,ys_seq_elements,68,
synthesis,synth_area_leader_cell,"dfxtp_1",
timing,setup_ws,1710,ps
floorplan,die_h,82.6,um
cells_and_area,syn_to_final_growth,9.00,%
clocking,clk_latency,350,ps
synthesis,syn-cell-area,3250,um^2
job,cap_violations,0,
synthesis,ys_cells,358,
worst_setup_path,worstPathMaxFanout,16,
pwr,p_int,1.06,mW
drt,diodes,0,
worst_setup_path,crit_type,"input pin to flip-flop",
global_routing,grt_pass1_wl,14000,um
clocking,ctsResizeCount,0,
placed_design,place.gp.congestion,0.831,
drt,wirelength,8790,um
synthesis,yosys.cell_types.count,27,
floorplan,die_w,82.6,um
pwr,clkPwrFrac,0.467,
clocking,htree_levels,3,
clocking,clockBufferDepth,2,
pwr,ir_drop,0.281,mV
cells_and_area,logic_area,1600,um^2
synthesis,xor_area_frac,0,
floorplan,core,6310,um^2
timing,rsz0062_at_grt,"no",
timing,slew_headroom,0.405,
drt,post_drt_wl_per_cell,20.6,um
synthesis,yosysChipArea,3250,um^2
status,run_status,"complete, no violations",
drt,vias,2750,
worst_hold_path,min-delay-start,"mem[13][1]",
worst_setup_path,worst_setup_path_start_kind,"input pin",
pwr,swShare,0.230,
cells_and_area,lay_top_count,"nand3_1",
synthesis,synth_seq_share,0.431,
floorplan,dieArea,6830,um^2
worst_setup_path,crit_start,"address[2]",
floorplan,initCoreUtil,0.515,
timing,finalSetupTns,0,ps
timing,clock-skew-final,6.87,ps
drt,ant_nets,0,
clocking,cts_setup_buffers,0,
floorplan,pin_count,15,
[power groups by stage]
stage     clock network, mW  logic (mW)  registers [mW]
6_report              0.645       0.109           0.629
5_1_grt               0.682       0.116           0.629
4_1_cts               0.652       0.107           0.629
[cells by family after synthesis]
group                  Yosys count
AND-OR/OR-AND                  132
buffers and inverters           46
flip-flops                      68
multiplexers                    16
AND/OR/NAND/NOR                 96
[cell usage after synthesis, drive strengths merged]
cell / number
a21oi: 64
a22oi: 4
and2: 1
buf: 21
clkbuf: 25
dfxtp: 64
edfxtp: 4
mux4: 16
nand2: 5
nand2b: 2
nand3: 72
nand4bb: 1
nor2: 2
nor2b: 5
nor4: 1
nor4b: 2
nor4bb: 1
o21ai: 64
or2: 1
or4: 1
or4b: 2
[final cells by class]
| class | instances | area share |
|---|---|---|
| clock buffer | 12 | 0.0438 |
| clock inverter | 4 | 0.0268 |
| timing repair buffer | 22 | 0.0551 |
| multi-input combinational | 244 | 0.452 |
| sequential | 68 | 0.395 |
| tap | 77 | 0.0272 |
[worst max-delay path: stages]
cell and delay [ps]:
clkdlybuf4s50_1 870, or4b_1 780, o21ai_0 260, a21oi_1 90
[registers in the layout (all words and copies together), names as in the netlist]
name and cells:
read_data 4, mem 64
[path summary, 6_finish.rpt]
kind	depth (start not counted)	end
setup / recovery	4	mem[6][1]
hold / removal	2	mem[13][1]
setup reg to reg	3	read_data[1]
hold reg to reg	2	mem[13][1]
[stage by stage]
stage               instance area, um^2   util  cells  power [mW]  hold WS [ps]
global route                       3540  0.561    427        1.43           488
detailed placement                 3290  0.522    411       0.750           464
global placement                   3290  0.522    411       0.751           460
finish                             3540  0.561    427        1.38           476
floorplan                          3250      -    358       0.717           451
CTS                                3540  0.561    427        1.39           476
[metal layers]
metal,up-vias,global-route usage,part of all wire
met2,92,0.439,0.47
met1,1347,0.453,0.45
li1,1298,-,-
met3,13,0.0780,0.059
met4,0,0.0586,0.019
met5,-,0,0
Power and IR drop assume default switching activity.
